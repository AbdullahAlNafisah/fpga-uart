==> design.v <==
module uart #(
    parameter CLK_FREQ  = 50_000_000,
    parameter BAUD_RATE = 9600
) (
    input logic clk,
    input logic rst_n,
    input  logic       tx_start,
    input  logic [7:0] tx_data,
    output logic       tx,
    output logic       tx_busy,
    input  logic       rx,
    output logic [7:0] rx_data,
    output logic       rx_ready
);
  localparam integer DIVIDER = CLK_FREQ / BAUD_RATE;
  localparam integer COUNTER_WIDTH = $clog2(DIVIDER);
  typedef enum logic [2:0] {
    TX_IDLE,
    TX_CLEAR,
    TX_START,
    TX_DATA,
    TX_STOP
  } tx_state_t;
  tx_state_t tx_state;
  logic [COUNTER_WIDTH-1:0] tx_baud_cnt;
  logic [2:0] tx_bit_index;
  logic [7:0] tx_data_reg;
  always_ff @(posedge clk or negedge rst_n) begin
    if (!rst_n) begin
      tx           <= 1'b1;
      tx_busy      <= 0;
      tx_state     <= TX_IDLE;
      tx_bit_index <= 0;
    end else begin
      case (tx_state)
        TX_IDLE:
        if (tx_start) begin
          tx_busy      <= 1;
          tx_data_reg  <= tx_data;
          tx_bit_index <= 0;
          tx_baud_cnt  <= 0;
          tx_state     <= TX_CLEAR;
          tx           <= 1'b1;
        end else begin
          tx_busy <= 0;
        end
        TX_CLEAR:
        if (tx_baud_cnt == COUNTER_WIDTH'(DIVIDER - 1)) begin
          tx_baud_cnt <= 0;
          tx_state    <= TX_START;
          tx          <= 1'b0;
        end else tx_baud_cnt <= tx_baud_cnt + 1;
        TX_START:
        if (tx_baud_cnt == COUNTER_WIDTH'(DIVIDER - 1)) begin
          tx_baud_cnt  <= 0;
          tx_state     <= TX_DATA;
          tx           <= tx_data_reg[tx_bit_index];
          tx_bit_index <= tx_bit_index + 1;
        end else tx_baud_cnt <= tx_baud_cnt + 1;
        TX_DATA:
        if (tx_baud_cnt == COUNTER_WIDTH'(DIVIDER - 1)) begin
          tx_baud_cnt <= 0;
          tx          <= tx_data_reg[tx_bit_index];
          if (tx_bit_index == 7) begin
            tx_state <= TX_STOP;
          end else begin
            tx_bit_index <= tx_bit_index + 1;
          end
        end else tx_baud_cnt <= tx_baud_cnt + 1;
        TX_STOP:
        if (tx_baud_cnt == COUNTER_WIDTH'(DIVIDER - 1)) begin
          tx       <= 1'b1;
          tx_state <= TX_IDLE;
        end else tx_baud_cnt <= tx_baud_cnt + 1;
        default: begin
          tx           <= 1'b1;
          tx_busy      <= 0;
          tx_state     <= TX_IDLE;
          tx_bit_index <= 0;
        end
      endcase
    end
  end
  typedef enum logic [1:0] {
    RX_IDLE,
    RX_START,
    RX_DATA,
    RX_STOP
  } rx_state_t;
  rx_state_t rx_state;
  logic [COUNTER_WIDTH-1:0] rx_baud_cnt;
  logic [2:0] rx_bit_index;
  logic [7:0] rx_data_reg;
  logic rx_sync1, rx_sync2;
  always_ff @(posedge clk or negedge rst_n) begin
    if (!rst_n) begin
      rx_sync1 <= 1'b1;
      rx_sync2 <= 1'b1;
    end else begin
      rx_sync1 <= rx;
      rx_sync2 <= rx_sync1;
    end
  end
  always_ff @(posedge clk or negedge rst_n) begin
    if (!rst_n) begin
      rx_ready <= 0;
      rx_state <= RX_IDLE;
      rx_bit_index <= 0;
    end else begin
      case (rx_state)
        RX_IDLE: begin
          rx_ready <= 0;
          if (!rx_sync2) begin
            rx_baud_cnt <= COUNTER_WIDTH'(DIVIDER - 1) / 2;
            rx_bit_index <= 0;
            rx_state <= RX_START;
          end
        end
        RX_START:
        if (rx_baud_cnt == 0) begin
          rx_baud_cnt <= COUNTER_WIDTH'(DIVIDER - 1);
          rx_state <= RX_DATA;
          rx_data_reg <= {rx_sync2, rx_data_reg[7:1]};
          rx_bit_index <= rx_bit_index + 1;
        end else rx_baud_cnt <= rx_baud_cnt - 1;
        RX_DATA:
        if (rx_baud_cnt == 0) begin
          if (rx_bit_index == 7) begin
            rx_data_reg <= {rx_sync2, rx_data_reg[7:1]};
            rx_state <= RX_STOP;
          end else begin
            rx_data_reg  <= {rx_sync2, rx_data_reg[7:1]};
            rx_bit_index <= rx_bit_index + 1;
          end
          rx_baud_cnt <= COUNTER_WIDTH'(DIVIDER - 1);
        end else begin
          rx_baud_cnt <= rx_baud_cnt - 1;
        end
        RX_STOP:
        if (rx_baud_cnt == 0) begin
          rx_data  <= rx_data_reg;
          rx_ready <= 1;
          rx_state <= RX_IDLE;
        end else rx_baud_cnt <= rx_baud_cnt - 1;
      endcase
    end
  end
endmodule
==> run.sh <==
#!/bin/bash
# OpenROAD 26Q1-2900-gdf79404cd8, Yosys 0.63+post, stock flow scripts
make -C /OpenROAD-flow-scripts/flow DESIGN_CONFIG=/design/flow/config.mk WORK_HOME=/design/flow/orfs finish
==> config.mk <==
export PLATFORM = sky130hd
export DESIGN_NAME = uart
export DESIGN_NICKNAME = uart
export VERILOG_FILES = /design/flow/design.v
export SDC_FILE = /design/flow/constraint.sdc
export NUM_CORES = 4
export LEC_CHECK = 1
export CORE_UTILIZATION = 40
==> constraint.sdc <==
current_design uart

set clk_period 3.9
set clk_io_pct 0.2

create_clock -name clk0 -period $clk_period [get_ports {clk}]

set non_clock_inputs [all_inputs -no_clocks]
set_input_delay [expr $clk_period * $clk_io_pct] -clock clk0 $non_clock_inputs
set_output_delay [expr $clk_period * $clk_io_pct] -clock clk0 [all_outputs]
==> impl_metrics.tcl <==
# place-and-route summary
set metrics [dict create \
    run_status "finished clean" \
    numClockSinks 70 \
    buffer_ports.inserted 22 \
    die_h_um 90.8 \
    endpoint_kind "flip-flop" \
    synth_stat.cells 251 \
    dpl.hpwl_mm 3.58 \
    enable_flop_cells 50 \
    antenna_found_initial 0 \
    n_antenna_cell 0 \
    area_leaders "edfxtp_1, dfrtp_1, dfstp_2" \
    wl_per_cell_um 13.1 \
    worst_setup_hold_path_clk_slew_ns 0.07 \
    final_util 0.480 \
    cts_setup_buffers 0 \
    finalNonFillerCells 391 \
    yosys_reg_bits 70 \
    maxClockFrequency_mhz 367 \
    numPlacedInstances 375 \
    synth.top_cell.area_share 0.476 \
    final.fill_count 687 \
    slew_headroom 0.406 \
    reg2reg_from "rx_baud_cnt[0]" \
    commonest_register_cell_after_synthesis "edfxtp_1" \
    clock_path_buffers 2 \
    worst_ir_drop_vdd_v 0.000165 \
    postPlaceCellArea_sq_um 3520 \
    actual_slew_at_the_worst_max_slew_pin_ns 0.883 \
    slew_viol_final 0 \
    area_growth_pct 17.0 \
    sequential_fraction_of_the_synthesis_area 0.636 \
    dieWidth_um 90.8 \
    grt_start_max_net_pins 23 \
    cp_max_fo 10 \
    drive_gt1_frac 0.114 \
    yosys_warning_total 1 \
    worst_ep_required_time_ns 3.87 \
    firstDrtPassIters 4 \
    syn-mean-instance-area_sq_um 12.6 \
    remaining_drc_errors 0 \
    initial_utilization 0.411 \
    viasPerCell 5.04 \
    drtIter0Drc 54 \
    num_vias 1970 \
    drtAntennaViolNets 0 \
    syn_inst 251 \
    rrSetupSlack_ns 1.17 \
    ys_chip_area_sq_um 3160 \
    gp_routability_congestion 0.868 \
    number_of_hold_repair_buffers_added_at_the_cts_stage 0 \
    timing_worst_setup_path_type "reg2reg" \
    rr_endpoint "rx_data_reg[5]" \
    worst_clock_skew_on_the_final_layout_ns 0.00782 \
    rsz0062_at_grt "no" \
    htreeDepth 3 \
    grt_pass1_wl_mm 9.04 \
    stage_log_warnings 26 \
    vias_in_the_first_global_route 1905 \
    cells_resized_by_post_cts_repair 0 \
    grt_usage 0.143 \
    timing.hold.worst.start "rx_sync1" \
    power_leakage_nw 1.30 \
    ios 23 \
    synthDistinctLibCells 44 \
    worst_skew_pair.late_latency_ns 0.34 \
    worst_setup_path_endpoint "rx_data_reg[5]" \
    timing.reg2reg.worst_path_depth 6 \
    class_of_the_tightest_hold_or_removal_check "reg2reg" \
    p_per_area_nw_per_um2 376 \
    post_synth_instance_area_sq_um 3160 \
    finalClockPeriodUsage 0.700 \
    finalHoldViolCount 0 \
    grt-ovfl-total 0 \
    area_taken_by_flip_flops_and_latches_sq_um 2010 \
    setup_viol 0 \
    drv.max_cap_violation_count 0 \
    synthDominantAreaCellType "edfxtp_1" \
    fp-row-count 32 \
    tritoncts "yes" \
    crit_arrival_ns 2.70 \
    standard_cell_core_area_sq_um 7690 \
    fin_tns_setup_ns 0 \
    largest_register_ffs 16 \
    setup.worst_path.start "rx_baud_cnt[0]" \
    root_buffer_master "clkbuf_8" \
    chip_area_sq_um 8250 \
    final_design_area_no_fill_sq_um 3690 \
    postRouteWirelength_mm 5.12 \
    period_minus_slack_ns 2.73 \
    comb_gate_area_sq_um 1100 \
    numCtsBuffers 9 \
    async_reset_ff_frac 0.286 \
    worstSetupStartpointType "flip-flop" \
]
## logic make-up after synthesis
logic type | Yosys count | share of synthesized area
simple gates | 98 | 0.166
flops | 70 | 0.636
compound gates | 39 | 0.0785
xor+xnor | 20 | 0.0555
buf+inv | 13 | 0.0155
fa+ha+maj | 7 | 0.0277
mux | 4 | 0.0210
## layout by cell type (no fill, tap or decap), types with 2 or more instances in the layout
master	synthesis	layout
edfxtp_1	50	50
nand2_1	21	21
dfstp_2	5	5
mux4_2	2	2
ha_1	7	7
xor2_1	12	12
clkinv_4	0	3
and4_1	3	3
nor4b_1	3	3
dfrtp_1	15	15
nand4_1	5	5
clkinv_2	0	3
buf_4	0	4
clkbuf_8	0	9
o21ai_0	15	15
nor4_1	4	4
xnor2_1	8	8
nand3_1	11	11
inv_1	9	9
nor2_1	24	24
a22o_1	4	4
a31oi_1	2	2
nand4b_1	2	2
or3_1	3	3
nor2b_1	2	2
and2_1	2	2
a2bb2oi_1	2	2
nor3_1	8	8
a21oi_1	8	8
and3_1	2	2
o221ai_1	2	2
clkdlybuf4s50_1	0	22
## synthesized netlist by cell type, types with 2 or more instances
master     instances
inv_1              9
nand4_1            5
or3_1              3
nor2b_1            2
mux4_2             2
edfxtp_1          50
o21ai_0           15
dfstp_2            5
nor2_1            24
and3_1             2
clkbuf_1           4
o221ai_1           2
nand2_1           21
nor3_1             8
a2bb2oi_1          2
and2_1             2
and4_1             3
dfrtp_1           15
a22o_1             4
nand3_1           11
nor4_1             4
xor2_1            12
a21oi_1            8
a31oi_1            2
ha_1               7
xnor2_1            8
nor4b_1            3
nand4b_1           2
## worst max-delay path: stages (launching register included)
cell      delay, ns
edfxtp_1       0.44
inv_1          0.10
ha_1           0.14
nor4b_1        0.38
nor4b_4        0.54
nand2_2        0.21
nor2_1         0.55
## layout make-up
class	instances	area share
inverter	9	0.00915
sequential	70	0.544
clock inverter	7	0.0136
multi-input combinational	168	0.298
tap	102	0.0346
timing repair buffer	26	0.0678
clock buffer	9	0.0335
## per-stage QoR
stage                     setup WS (ns)  hold WS, ns  total power [mW]
after floorplan                    1.35        0.345             0.867
after global placement             1.27        0.348             0.895
after detailed placement           1.15        0.351             0.896
after CTS                          1.17        0.363              1.41
after global routing              0.896        0.368              1.46
final                              1.17        0.360              1.39
## per-layer routing
metal | vias to the layer above | wire length, um | track usage
li1 | 1003 | - | -
met1 | 924 | 2760 | 0.260
met2 | 38 | 2060 | 0.189
met3 | 5 | 248 | 0.0411
met4 | 0 | 61 | 0.0172
met5 | - | 0 | 0
## how the worst min path moves through the flow
stage,endpoint,slack (ns),cells past startpoint
CTS,rx_sync2,0.36,0
global route,rx_sync2,0.37,0
finish,rx_sync2,0.36,0
## where the power goes
part	total (mW)	internal [mW]	switching [mW]
combinational	0.0538	0.0284	0.0254
clock	0.511	0.233	0.278
sequential	0.826	0.813	0.0129
total	1.39	1.07	0.316
Power figures rest on the tool's default switching activity, not on a simulated workload.
